<file path="./design.v">
module Register_ID_EX
(
    clk_i,
    stall_i,
    aluOp_i,
    aluSrc_i,
    memRead_i,
    memWrite_i,
    memToReg_i,
    regWrite_i,
    rsData_i,
    rtData_i,
    immExtended_i,
    rsAddr_i,
    rtAddr_i,
    rdAddr_i,
    wbAddr_i,
    funct_i,
    aluOp_o,
    aluSrc_o,
    memRead_o,
    memWrite_o,
    memToReg_o,
    regWrite_o,
    rsData_o,
    rtData_o,
    immExtended_o,
    rsAddr_o,
    rtAddr_o,
    rdAddr_o,
    wbAddr_o,
    funct_o
);
input               clk_i;
input               stall_i;
input       [1:0]   aluOp_i;
input               aluSrc_i;
input               memRead_i;
input               memWrite_i;
input               memToReg_i;
input               regWrite_i;
input       [31:0]  rsData_i;
input       [31:0]  rtData_i;
input       [31:0]  immExtended_i;
input       [4:0]   rsAddr_i;
input       [4:0]   rtAddr_i;
input       [4:0]   rdAddr_i;
input       [4:0]   wbAddr_i;
input       [9:0]   funct_i;
output  reg  [1:0]  aluOp_o = 2'b0;
output  reg         aluSrc_o = 1'b0;
output  reg         memRead_o = 1'b0;
output  reg         memWrite_o = 1'b0;
output  reg         memToReg_o = 1'b0;
output  reg         regWrite_o = 1'b0;
output  reg  [31:0] rsData_o   = 32'b0;
output  reg  [31:0] rtData_o  = 32'b0;
output  reg  [31:0] immExtended_o = 32'b0;
output  reg  [4:0]  rsAddr_o = 5'b0;
output  reg  [4:0]  rtAddr_o = 5'b0;
output  reg  [4:0]  rdAddr_o = 5'b0;
output  reg  [4:0]  wbAddr_o = 5'b0;
output  reg  [9:0]  funct_o = 10'b0;
always @(posedge clk_i) begin
    if (clk_i & ~stall_i) begin
        aluOp_o    <= aluOp_i;
        aluSrc_o   <= aluSrc_i;
        memRead_o  <= memRead_i;
        memWrite_o <= memWrite_i;
        memToReg_o <= memToReg_i;
        regWrite_o <= regWrite_i;
        rsData_o   <= rsData_i;
        rtData_o   <= rtData_i;
        immExtended_o <= immExtended_i;
        rsAddr_o   <= rsAddr_i;
        rtAddr_o   <= rtAddr_i;
        rdAddr_o   <= rdAddr_i;
        wbAddr_o   <= wbAddr_i;
        funct_o    <= funct_i;        
    end
end
endmodule
</file>
<file path="./run.sh">
#!/bin/bash
# OpenROAD 26Q1-2900-gdf79404cd8, Yosys 0.63+post, stock flow scripts
make -C /OpenROAD-flow-scripts/flow DESIGN_CONFIG=/design/flow/config.mk WORK_HOME=/design/flow/orfs finish
</file>
<file path="./config.mk">
export PLATFORM = sky130hd
export DESIGN_NAME = Register_ID_EX
export DESIGN_NICKNAME = Register_ID_EX
export VERILOG_FILES = /design/flow/design.v
export SDC_FILE = /design/flow/constraint.sdc
export NUM_CORES = 4
export LEC_CHECK = 1
export CORE_AREA = 10 10 165 165
export DIE_AREA = 0 0 175 175
</file>
<file path="./constraint.sdc">
current_design Register_ID_EX

set clk_period 16.4
set clk_io_pct 0.2

create_clock -name clk0 -period $clk_period [get_ports {clk_i}]

set non_clock_inputs [all_inputs -no_clocks]
set_input_delay [expr $clk_period * $clk_io_pct] -clock clk0 $non_clock_inputs
set_output_delay [expr $clk_period * $clk_io_pct] -clock clk0 [all_outputs]
</file>
==> impl_metrics.json <==
{
  "status": "finished clean",
  "syn_to_final_growth_pct": 111,
  "die-height_um": 175,
  "grt_pass1_vias": 3459,
  "async_reset_ff_share_pct": 0,
  "tool_warnings": 25,
  "edf_count": 133,
  "setup_viol": 0,
  "grt_usage_pct": 7.96,
  "io_pins": 268,
  "drive_gt1_share_pct": 14.7,
  "grt_pass1_wl_mm": 18.0,
  "final_util_pct": 35.9,
  "drcViolationCount": 0,
  "antenna_left": 0,
  "die_w_um": 175,
  "synth_chip_area_sq_um": 4010,
  "synth.cell_area_sq_um": 4010,
  "cp.required_ns": 16.68,
  "worst_pin_slew_ns": 0.200,
  "initialDrtViolationCount": 81,
  "crit_chain": "clkbuf_16 -> clkbuf_16 -> clkbuf_16 -> clkbuf_16 -> clkbuf_16 -> clkbuf_16 -> nor2b_4 -> clkbuf_16 -> clkbuf_16",
  "grt.overflow.total": 0,
  "top_cells_by_count": "133 x edfxtp_1, 1 x nor2b_4",
  "yosys-top-cells-area": "edfxtp_1 100%, nor2b_4 0.34%",
  "crit_buf_inv": 8,
  "ff_type": "edfxtp_1",
  "io_buffers": 267,
  "avgViaCountPerCell": 3.37,
  "slew_violations": 0,
  "top_area_cell": "edfxtp_1",
  "synth_cells": 134,
  "vias": 2658,
  "cts_resized": 0,
  "ctsHoldBuffers": 0,
  "cp-end-kind": "register",
  "ys_seq_share_pct": 99.7,
  "ys_cells": 134,
  "yosysUniqueCellTypes": 2,
  "crit_start": "clk_i",
  "crit_slowest_cell": "clkbuf_16",
  "cts.sinks": 133,
  "p_leak_nw": 2.93,
  "crit_type": "clock port to register",
  "core_area_sq_um": 23500,
  "crit_arrival_ns": 9.51,
  "max_stage_delay_ns": 0.22,
  "max-slew-margin-rel_pct": 86.6,
  "final_hold_viol_count": 0,
  "crit_family": "buffers and inverters",
  "top_cell": "edfxtp_1",
  "hold_slack_ns": 0.850,
  "worst-path-max-fanout": 16,
  "drt-total-wl_mm": 11.9,
  "syn_avg_cell_area_sq_um": 29.9,
  "globalplace.congestion": 0.734,
  "min-delay-start": "clk_i",
  "min_path_type": "clock port to register",
  "fill_cells": 2221,
  "rsz0062_at_grt": "no",
  "yosysWarnings": 1,
  "antenna_found_initial": 2,
  "num_rows": 56,
  "final.setup.tns_ns": 0,
  "p_per_area_nw_per_um2": 197,
  "top_area_share_pct": 99.7,
  "antenna_cells": 0,
  "ir_drop_mv": 0.0719,
  "cp-start-kind": "clock port",
  "clk_pin_slew_worst_paths_ns": 0.06,
  "cts_setup_buffers": 0,
  "wl_per_cell_um": 15.1,
  "cts_tree": "yes",
  "ys_ff": 133,
  "dr.pass1.iters": 4,
  "grt_start_max_net_pins": 17,
  "cap_violations": 0,
  "fp_util_pct": 17.0,
  "dieArea_sq_um": 30600,
  "crit_path_frequent_cell": "clkbuf_16"
}
==> registers in the layout, summed over array words and instances, names as in the netlist <==
name           flops
rsData_o          32
memWrite_o         1
rdAddr_o           5
funct_o           10
rsAddr_o           5
memRead_o          1
wbAddr_o           5
regWrite_o         1
aluSrc_o           1
rtData_o          32
memToReg_o         1
aluOp_o            2
rtAddr_o           5
immExtended_o     32
==> cell type report <==
type	count	area [sq um]	share of cell area, %
multi-input cells	1	13.8	0.163
well taps	319	399	4.72
repair buffers	267	2670	31.6
clock buffers	41	1030	12.1
flip-flops and latches	133	3990	47.2
clock inverters	28	350	4.14
==> power by group <==
| part | switching [mW] | internal (mW) | total, mW | leakage (nW) |
|---|---|---|---|---|
| Clock | 0.277 | 0.417 | 0.694 | 0.638 |
| Combinational | 0.0423 | 0.295 | 0.337 | 1.04 |
| Sequential | 0.0416 | 0.591 | 0.632 | 1.25 |
==> routing by layer <==
| metal | vias to the layer above | part of all wire (%) | track usage [%] | wire length [um] |
|---|---|---|---|---|
| met4 | 4 | 4.2 | 5.90 | 495 |
| met2 | 251 | 43 | 9.46 | 5070 |
| met3 | 43 | 21 | 9.61 | 2510 |
| met5 | - | 0.23 | 0.166 | 27 |
| li1 | 1192 | - | - | - |
| met1 | 1168 | 32 | 6.99 | 3810 |
==> placed cells by master, fill, tap and decap left out, drive strengths merged <==
cell type and count:
clkdlybuf4s50 267, edfxtp 133, inv 12, clkinvlp 4, nor2b 1, clkinv 9, bufinv 3, clkbuf 41
==> path summary, 6_finish.rpt <==
path,end,cells after the start
worst max-delay path,rsAddr_o[3],9
worst min-delay path,aluOp_o[1],9
==> cell families (layout without fill, tap and decap cells) <==
kind of cell / after synthesis / in the layout / share of synthesized area (%)
buffers and inverters: 0 / 336 / 0
flip-flops: 133 / 133 / 99.7
AND/OR/NAND/NOR: 1 / 1 / 0.343
==> metrics by stage <==
stage	worst slack (ns)	cells	instance area, sq um	power (mW)
2_1_floorplan	7.30	134	4010	0.648
3_3_place_gp	7.30	720	7080	1.05
3_5_place_dp	7.30	720	7080	1.05
4_1_cts	7.15	789	8460	1.72
5_1_grt	7.15	789	8460	1.77
6_report	7.17	789	8460	1.66
Power and IR drop assume default switching activity.
