$ cat ./config.mk
export PLATFORM = sky130hd
export DESIGN_NAME = Register_EX_MEM
export DESIGN_NICKNAME = Register_EX_MEM
export VERILOG_FILES = /design/flow/design.v
export SDC_FILE = /design/flow/constraint.sdc
export NUM_CORES = 4
export LEC_CHECK = 1
export CORE_UTILIZATION = 50
$ cat ./constraint.sdc
current_design Register_EX_MEM

set clk_period 7.1
set clk_io_pct 0.2

create_clock -name clk0 -period $clk_period [get_ports {clk_i}]

set non_clock_inputs [all_inputs -no_clocks]
set_input_delay [expr $clk_period * $clk_io_pct] -clock clk0 $non_clock_inputs
set_output_delay [expr $clk_period * $clk_io_pct] -clock clk0 [all_outputs]
$ cat ./design.v
module Register_EX_MEM
(
    clk_i,
    stall_i,
    memRead_i,
    memWrite_i,
    memToReg_i,
    regWrite_i,
    aluResult_i,
    rtData_i,
    wbAddr_i,
    memRead_o,
    memWrite_o,
    memToReg_o,
    regWrite_o,
    aluResult_o,
    rtData_o,
    wbAddr_o
);
input               clk_i;
input               stall_i;
input               memRead_i;
input               memWrite_i;
input               memToReg_i;
input               regWrite_i;
input       [31:0]  aluResult_i;
input       [31:0]  rtData_i;
input       [4:0]   wbAddr_i;
output  reg         memRead_o  = 1'b0;
output  reg         memWrite_o = 1'b0;
output  reg         memToReg_o = 1'b0;
output  reg         regWrite_o = 1'b0;
output  reg  [31:0] aluResult_o = 32'b0;
output  reg  [31:0] rtData_o = 32'b0;
output  reg  [4:0]  wbAddr_o = 5'b0;
always @(posedge clk_i) begin
    if(clk_i & ~stall_i)begin
        memRead_o   <= memRead_i;
        memWrite_o <= memWrite_i;
        memToReg_o  <= memToReg_i;
        regWrite_o  <= regWrite_i;
        aluResult_o <= aluResult_i;
        rtData_o   <= rtData_i;
        wbAddr_o    <= wbAddr_i;
    end
end
endmodule
$ cat ./run.sh
#!/bin/bash
# OpenROAD 26Q1-2900-gdf79404cd8, Yosys 0.63+post, stock flow scripts
make -C /OpenROAD-flow-scripts/flow DESIGN_CONFIG=/design/flow/config.mk WORK_HOME=/design/flow/orfs finish
==> git commit body <==
Record implementation results from latest flow run

* Number of flops mapped to enable cells by yosys: 73
* Post-synth regs: 73
- The number of cells reported by Yosys stat comes to 74.
- The commonest register cell is edfxtp_1.
* Count of standard-cell rows: 23
* Height of the die: 68.4 um
* Proportion of netlist area held by the largest area contributor: 99.4%
- Buffers placed on the I/O ports in this run total 147.
- The run stopped with a tool error.
* Most frequent cell after synthesis: edfxtp_1
* First Error: [ERROR DPL-0036] Detailed placement failed.
- During I/O placement, the number of pins put on the boundary was 148.
* Netlist Area Pre-Place: 0.00221 mm^2
- Summing the areas of all and, or, nand and nor instances in the mapped netlist gives 0.624% of the synthesized area.
- Counting distinct cell types in the post-synthesis netlist gives 2.
* Xor-xnor portion of the synthesized cell area: 0%
- Leading area contributor after synthesis: edfxtp_1
- In the synthesized netlist the async set-or-reset flop fraction comes to 0%.
- Main combinational cell family by area after synthesis: simple AND/OR/NAND/NOR gates
* Tally of yosys warning messages: 1
- The share of the Yosys chip area taken by registers is 99.4%.
* Stop stage: detailed placement
- Die X: 68.4 um
- Yosys Chip Area: 0.00221 mm^2
* Mux contribution to synthesized area: 0%
- Weighted congestion reported at the end of routability-driven placement: 0.771
- In this run, the synthesized area fraction spent on adder and majority cells is recorded as 0%.
- Before placement the cells fill 53.6% of the core.
- For reference, the post-synthesis area per instance comes to 29.8 um^2.
- In the post-synthesis netlist, the biggest area contributors are edfxtp_1 (99%), nor2b_4 (0.62%).
- Synth Instances: 74
- The cell-mix breakdown from Yosys lists the compound-gate area share as 0%.
* Most instantiated cells after synthesis: edfxtp_1 (73), nor2b_4 (1)
[through the flow]
stage | power (mW) | hold slack (ns)
3_3_place_gp | 1.29 | 1.51
2_1_floorplan | 0.825 | 1.51
[cells by family after synthesis]
logic type	Yosys count
simple gates	1
flops	73
Power figures rest on the tool's default switching activity, not on a simulated workload.
