--- /design/flow/design.v ---
module dcache_data_sram
(
    clk_i,
    addr_i,
    data_i,
    enable_i,
    write_i,
    data_o
);
input               clk_i;
input    [4:0]      addr_i;
input    [255:0]    data_i;
input               enable_i;
input               write_i;
output   [255:0]    data_o;
reg      [255:0]    memory[0:31];    
always@(posedge clk_i) begin
    if(enable_i && write_i) begin
        memory[addr_i] <= data_i;
    end
end
assign data_o = (enable_i) ? memory[addr_i] : 256'b0;
endmodule
module dcache_tag_sram
(
    clk_i,
    addr_i,
    data_i,
    enable_i,
    write_i,
    data_o
);
input              clk_i;
input    [4:0]     addr_i;
input    [23:0]    data_i;
input              enable_i;
input              write_i;
output   [23:0]    data_o;
reg      [23:0]    memory [0:31];    
always@(posedge clk_i) begin
    if(enable_i && write_i) begin
        memory[addr_i]   <= data_i;
    end
end
assign data_o = (enable_i) ? memory[addr_i] : 24'b0;
endmodule
module dcache_top
(
    clk_i, 
    rst_i,
    mem_data_i, 
    mem_ack_i,     
    mem_data_o, 
    mem_addr_o,     
    mem_enable_o, 
    mem_write_o, 
    p1_data_i, 
    p1_addr_i,     
    p1_MemRead_i, 
    p1_MemWrite_i, 
    p1_data_o, 
    p1_stall_o
);
input                 clk_i; 
input                 rst_i;
input    [256-1:0]    mem_data_i; 
input                 mem_ack_i; 
output   [256-1:0]    mem_data_o; 
output   [32-1:0]     mem_addr_o;     
output                mem_enable_o; 
output                mem_write_o; 
input    [32-1:0]     p1_data_i; 
input    [32-1:0]     p1_addr_i;     
input                 p1_MemRead_i; 
input                 p1_MemWrite_i; 
output   [32-1:0]     p1_data_o; 
output                p1_stall_o; 
wire    [4:0]         cache_sram_index;
wire                  cache_sram_enable;
wire    [23:0]        cache_sram_tag;
wire    [255:0]       cache_sram_data;
wire                  cache_sram_write;
wire    [23:0]        sram_cache_tag;
wire    [255:0]       sram_cache_data;
wire                  sram_valid;
wire                  sram_dirty;
parameter             STATE_IDLE         = 3'h0,
                      STATE_READMISS     = 3'h1,
                      STATE_READMISSOK   = 3'h2,
                      STATE_WRITEBACK    = 3'h3,
                      STATE_MISS         = 3'h4;
reg     [2:0]         state;
reg                   mem_enable;
reg                   mem_write;
reg                   cache_we;
wire                  cache_dirty;
reg                   write_back;
wire    [4:0]         p1_offset;
wire    [4:0]         p1_index;
wire    [21:0]        p1_tag;
wire    [255:0]       r_hit_data;
wire    [21:0]        sram_tag;
wire                  hit;
reg     [255:0]       w_hit_data;
wire                  write_hit;
wire                  p1_req;
reg     [31:0]        p1_data;
assign    p1_req     = p1_MemRead_i | p1_MemWrite_i;
assign    p1_offset  = p1_addr_i[4:0];
assign    p1_index   = p1_addr_i[9:5];
assign    p1_tag     = p1_addr_i[31:10];
assign    p1_stall_o = ~hit & p1_req;
assign    p1_data_o  = p1_data; 
assign    sram_valid = sram_cache_tag[23];
assign    sram_dirty = sram_cache_tag[22];
assign    sram_tag   = sram_cache_tag[21:0];
assign    cache_sram_index  = p1_index;
assign    cache_sram_enable = p1_req;
assign    cache_sram_write  = cache_we | write_hit;
assign    cache_sram_tag    = {1'b1, cache_dirty, p1_tag};    
assign    cache_sram_data   = (hit) ? w_hit_data : mem_data_i;
assign    mem_enable_o = mem_enable;
assign    mem_addr_o   = (write_back) ? {sram_tag, p1_index, 5'b0} : {p1_tag, p1_index, 5'b0};
assign    mem_data_o   = sram_cache_data;
assign    mem_write_o  = mem_write;
assign    write_hit    = hit & p1_MemWrite_i;
assign    cache_dirty  = write_hit;
assign hit = ((sram_tag == p1_tag) & sram_valid)? 1'b1: 1'b0;   
assign r_hit_data = sram_cache_data;                              
always@(p1_offset or r_hit_data) begin
    if (p1_offset[4:2] == 3'b000) begin p1_data = r_hit_data[31:0]; end
    if (p1_offset[4:2] == 3'b001) begin p1_data = r_hit_data[63:32]; end
    if (p1_offset[4:2] == 3'b010) begin p1_data = r_hit_data[95:64]; end
    if (p1_offset[4:2] == 3'b011) begin p1_data = r_hit_data[127:96]; end
    if (p1_offset[4:2] == 3'b100) begin p1_data = r_hit_data[159:128]; end
    if (p1_offset[4:2] == 3'b101) begin p1_data = r_hit_data[191:160]; end
    if (p1_offset[4:2] == 3'b110) begin p1_data = r_hit_data[223:192]; end
    if (p1_offset[4:2] == 3'b111) begin p1_data = r_hit_data[255:224]; end
end
always@(p1_offset or r_hit_data or p1_data_i) begin
    if(write_hit) begin
        if (p1_offset[4:2] == 3'b000) begin w_hit_data[31:0] = p1_data_i; end
        if (p1_offset[4:2] == 3'b001) begin w_hit_data[63:32] = p1_data_i; end
        if (p1_offset[4:2] == 3'b010) begin w_hit_data[95:64] = p1_data_i; end
        if (p1_offset[4:2] == 3'b011) begin w_hit_data[127:96] = p1_data_i; end
        if (p1_offset[4:2] == 3'b100) begin w_hit_data[159:128] = p1_data_i; end
        if (p1_offset[4:2] == 3'b101) begin w_hit_data[191:160] = p1_data_i; end
        if (p1_offset[4:2] == 3'b110) begin w_hit_data[223:192] = p1_data_i; end
        if (p1_offset[4:2] == 3'b111) begin w_hit_data[255:224] = p1_data_i; end
    end
end
always@(posedge clk_i or negedge rst_i) begin
    if(~rst_i) begin
        state      <= STATE_IDLE;
        mem_enable <= 1'b0;
        mem_write  <= 1'b0;
        cache_we   <= 1'b0;
        write_back <= 1'b0;
    end
    else begin
        case(state)        
            STATE_IDLE: begin
                if(p1_req && !hit) begin       
                    state <= STATE_MISS;
                end
                else begin
                    state <= STATE_IDLE;
                end
            end
            STATE_MISS: begin
                mem_enable <= 1'b1;                
                if(sram_dirty) begin           
                    mem_write <= 1'b1;       
                    write_back <= 1'b1;      
                    state <= STATE_WRITEBACK;
                end
                else begin                     
                    mem_write <= 1'b0;       
					write_back <= 1'b0;      
                    state <= STATE_READMISS;
                end
            end
            STATE_READMISS: begin
                if(mem_ack_i) begin             
					cache_we <= 1'b1;        
                    mem_enable <= 1'b0;      
                    state <= STATE_READMISSOK;
                end
                else begin
                    state <= STATE_READMISS;
                end
            end
            STATE_READMISSOK: begin             
                cache_we <= 1'b1;            
                state <= STATE_IDLE;
            end
            STATE_WRITEBACK: begin
                if(mem_ack_i) begin             
                    write_back <= 1'b0;      
                    mem_write <= 1'b0;       
                    state <= STATE_READMISS;
                end
                else begin
                    state <= STATE_WRITEBACK;
                end
            end
        endcase
    end
end
dcache_tag_sram dcache_tag_sram
(
    .clk_i(clk_i),
    .addr_i(cache_sram_index),
    .data_i(cache_sram_tag),
    .enable_i(cache_sram_enable),
    .write_i(cache_sram_write),
    .data_o(sram_cache_tag)
);
dcache_data_sram dcache_data_sram
(
    .clk_i(clk_i),
    .addr_i(cache_sram_index),
    .data_i(cache_sram_data),
    .enable_i(cache_sram_enable),
    .write_i(cache_sram_write),
    .data_o(sram_cache_data)
);
endmodule
--- /design/flow/run.sh ---
#!/bin/bash
# OpenROAD 26Q1-2900-gdf79404cd8, Yosys 0.63+post, stock flow scripts
make -C /OpenROAD-flow-scripts/flow DESIGN_CONFIG=/design/flow/config.mk WORK_HOME=/design/flow/orfs finish
--- /design/flow/config.mk ---
export PLATFORM = sky130hd
export DESIGN_NAME = dcache_top
export DESIGN_NICKNAME = dcache_top
export VERILOG_FILES = /design/flow/design.v
export SDC_FILE = /design/flow/constraint.sdc
export NUM_CORES = 4
export LEC_CHECK = 1
export CORE_UTILIZATION = 30
export SYNTH_MEMORY_MAX_BITS = 65536
--- /design/flow/constraint.sdc ---
current_design dcache_top

set clk_period 99.1
set clk_io_pct 0.2

create_clock -name clk0 -period $clk_period [get_ports {clk_i}]

set non_clock_inputs [all_inputs -no_clocks]
set_input_delay [expr $clk_period * $clk_io_pct] -clock clk0 $non_clock_inputs
set_output_delay [expr $clk_period * $clk_io_pct] -clock clk0 [all_outputs]
==> GITHUB_STEP_SUMMARY <==
## PnR job results

| Metric | Value |
|---|---|
| Crit. End Element | `output pin` |
| Final Non-Filler Cells | `32850` |
| Largest net degree at the start of global routing | `92` |
| Max-Slew Margin vs Limit | `6.086%` |
| CTS tree | `yes` |
| Synth-to-Final Area Change | `16.96%` |
| Starting density of the core | `30.10%` |
| Fin. Hold Viols | `0` |
| Worst Slack Setup Final | `50790 ps` |
| Min-delay src | `cache_we` |
| Critical path class | `input port to output pin` |
| Unique cell types | `53` |
| Initial antenna violation count | `205` |
| Setup repair bufs after CTS | `0` |
| Worst hold path stage count | `1` |
| Cts bufs inserted | `875` |
| Count of final setup violators | `0` |
| CP max stage delay | `710 ps` |
| Dpl ws | `50760 ps` |
| Status | `finished, final reports clean` |
| Arrival @ worst endpoint | `28490 ps` |
| Synth Register Bits | `9224` |
| Fillers | `103400` |
| Average wire per standard cell | `35.32 um` |
| Via count | `171100` |
| Die height | `1074 um` |
| Residual DRC count | `0` |
| Async SR Flop Fraction | `0.08673%` |
| Maximum vdd drop | `0.01939 mV` |
| Endpoints left unconstrained | `288` |
| Final worst-path cycle share | `48.75%` |
| Setup_tns | `0 ps` |
| First-pass GRT wire length | `1566000 um` |
| 1st-pass router iterations | `6` |
| Reg2Reg Setup Slack | `91390 ps` |
| Vias per cell | `5.208` |
| Period minus WS final | `48310 ps` |
| Reg-to-Reg End | `dcache_data_sram.memory[28][145]` |
| Yosys synthesis chip area | `344500 sq um` |
| Main synth FF type | `edfxtp_1` |
| Gpl congestion | `0.8874` |
| Pwr dens | `19.75 nW/um^2` |
| Tool warnings | `30` |
| Clock root buffer | `clkbuf_16` |
| Slew @ Worst Pin | `1402 ps` |
| Buf/Inv on CP | `9` |
| Die W | `1074 um` |
| CP top delay family | `buffers and inverters` |
| Static Leakage | `123.9 nW` |
| Top cells, area | `edfxtp_1, mux4_2, a22oi_1, dlxtn_1, mux2i_1` |
| Rows | `393` |
| Synth warn | `3` |
| Htree depth | `6` |
| Area after DPL | `374900 sq um` |
| Hold EP | `cache_we` |
| Skew final | `150.8 ps` |
| Post-Syn Area per Cell | `23.25 sq um` |
| RR Startpoint | `dcache_tag_sram.memory[15][12]` |
| Comb gate area | `68780 sq um` |
| Longest Clk Path Bufs | `5` |
| Register pins left without a clock | `288` |
| Slowest CP cell | `buf_4` |
| Layout Utilization | `35.20%` |
| Worst Hold Class | `flip-flop to flip-flop` |
| Final ANT Viol Nets | `0` |
| Startpoint Class | `input port` |
| Final Max Slew Viols | `0` |
| Post-Syn Area | `344500 sq um` |
| Dpl cells | `30850` |
| Max Freq | `20.70 MHz` |
| Top-area cell share | `77.81%` |
| CTS Hold Bufs | `0` |
| Post_cts resized | `0` |
| IO Port Bufs | `640` |
| Vias in the first global route | `187400` |
| CP dominant cell by count | `buf_4` |
| Cells after synthesis | `14820` |
| EDFF count, synth | `8928` |
| GRT Util Overall | `21.47%` |
| Routed wire length | `1160000 um` |
| Detail Placement HPWL | `705800 um` |
| CTS clk-pin slew, worst paths | `60 ps` |
| Register area | `272600 sq um` |
| # Cells Yosys | `14820` |
| Grt ovf | `0` |
| Unrepaired setup endpoints after global routing | `no` |
| Critical path fanouts, max | `64` |
| Core Area | `1145000 sq um` |
| Hold slack | `462.4 ps` |
| Leading area contributor after synthesis | `edfxtp_1` |
| Critical Path RT | `79280 ps` |
| Final Cell Area | `403000 sq um` |
| Die area | `1153000 sq um` |
| Latency at later pin | `1170 ps` |
| MaxCap Viol Count | `0` |
| Total power | `7.959 mW` |
| Reg2Reg Depth | `15` |
| Iteration-0 DRC Markers | `12550` |
| Worst path depth | `18` |
| Share of cells above drive strength 1 | `26.17%` |
| Num ports | `648` |
| Cell chain of the critical path | `buf_16 > buf_4 > buf_4 > buf_4 > buf_4 > buf_12 > buf_4 > buf_4 > mux4_2 > a22oi_1 > a41oi_1 > mux2i_1 > nor2_1 > a21oi_1 > a22oi_1 > a22o_1 > dlxtn_1 > clkdlybuf4s50_1` |
==> registers in the layout, indices dropped and copies added (netlist names) <==
| signal | count |
|---|---|
| p1_data | 32 |
| w_hit_data | 256 |
| cache_we | 1 |
| mem_enable | 1 |
| state | 5 |
| dcache_tag_sram.memory | 736 |
| write_back | 1 |
| dcache_data_sram.memory | 8192 |
==> layout make-up <==
cell class                 instances  share of cell area, %
antenna                          427                 0.2652
sequential                      9224                  67.65
tap                            15210                  4.722
timing repair buffer            1678                  3.591
multi-input combinational       4739                  17.07
clock buffer                    1062                  5.661
inverter                           7               0.006520
clock inverter                   506                  1.034
==> power breakdown <==
| group | total [mW] | internal (mW) | switching, mW |
|---|---|---|---|
| clock | 3.19 | 1.77 | 1.42 |
| combinational | 0.546 | 0.183 | 0.363 |
| sequential | 4.22 | 4.21 | 0.0111 |
==> cells in the final DEF, fill, tap and decap left out, types with 90 or more instances in the layout <==
cell and count:
clkbuf_1 177, o22ai_1 153, dlxtn_1 288, clkinv_1 218
diode_2 427, a221oi_1 193, edfxtp_1 8928, a31oi_1 150
buf_4 1006, clkinv_2 154, mux4_2 2080, a22o_1 210
clkbuf_16 885, a22oi_1 686, nor2_1 90, mux2_1 240
clkdlybuf4s50_1 603, mux2i_1 367
==> cell usage after synthesis (4+ instances only) <==
library cell and number:
and2_1 4, xnor2_1 19, or2_2 5, buf_4 82, a21oi_1 32, nand4b_2 4
a22oi_1 686, buf_6 31, nor2b_1 19, nor3_1 10, a221oi_1 193, o22ai_1 153
or4b_2 4, edfxtp_1 8928, dlxtn_1 288, nor4_1 19, a31oi_1 205, o211ai_1 16
buf_1 86, mux2_1 240, a41oi_1 75, dfrtp_1 7, mux2i_1 370, mux2_2 38
mux4_2 2080, inv_1 7, nand2_1 88, o21ai_0 79, nand4bb_1 7, nor2_1 109
buf_2 308, clkbuf_1 376, a22o_1 210, nand4_1 5
==> how the worst max path moves through the flow <==
stage / endpoint / slack [ps] / start
4_1_cts: p1_data_o[30] / 50720 / p1_addr_i[5]
5_1_grt: p1_data_o[30] / 50130 / p1_addr_i[5]
6_report: p1_data_o[30] / 50790 / p1_addr_i[5]
==> per-layer routing <==
layer | up-vias | global-route usage (%) | wire length, um
li1 | 68060 | - | -
met1 | 86420 | 19.92 | 315100
met2 | 14320 | 30.37 | 518200
met3 | 2113 | 21.62 | 260300
met4 | 186 | 8.981 | 61950
met5 | - | 3.111 | 4789
==> cell families (layout without fill, tap and decap cells) <==
kind of cell           Yosys count  in the layout  synth area share, %
buffers and inverters          891           3253                1.240
latches                        288            288                1.254
AND/OR/NAND/NOR                300            300               0.4347
other                            1            464             0.001088
XOR/XNOR                        22             22              0.05593
AND-OR/OR-AND                 1652           1652                3.564
multiplexers                  2728           2728                15.58
flip-flops                    8936           8936                77.87
No activity file was given, so power comes from the tool's default toggle rates.
